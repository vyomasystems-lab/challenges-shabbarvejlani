[./run.sh]
#!/bin/bash
# OpenROAD 26Q1-2900-gdf79404cd8, Yosys 0.63+post, stock flow scripts
make -C /OpenROAD-flow-scripts/flow DESIGN_CONFIG=/design/flow/config.mk WORK_HOME=/design/flow/orfs finish
[./config.mk]
export PLATFORM = sky130hd
export DESIGN_NAME = seq_detect_1011
export DESIGN_NICKNAME = seq_detect_1011
export VERILOG_FILES = /design/flow/design.v
export SDC_FILE = /design/flow/constraint.sdc
export NUM_CORES = 4
export LEC_CHECK = 1
export CORE_AREA = 10 10 70 70
export DIE_AREA = 0 0 80 80
[./constraint.sdc]
current_design seq_detect_1011

set clk_period 1.3
set clk_io_pct 0.2

create_clock -name clk0 -period $clk_period [get_ports {clk}]

set non_clock_inputs [all_inputs -no_clocks]
set_input_delay [expr $clk_period * $clk_io_pct] -clock clk0 $non_clock_inputs
set_output_delay [expr $clk_period * $clk_io_pct] -clock clk0 [all_outputs]
[./design.v]
module seq_detect_1011(seq_seen, inp_bit, reset, clk);
  output seq_seen;
  input inp_bit;
  input reset;
  input clk;
  parameter integer  IDLE = 0,
            SEQ_1 = 1, 
            SEQ_10 = 2,
            SEQ_101 = 3,
            SEQ_1011 = 4;
  reg [2:0] current_state, next_state;
  assign seq_seen = current_state == SEQ_1011 ? 1 : 0;
  always @(posedge clk)
  begin
    if(reset)
    begin
      current_state <= IDLE;
    end
    else
    begin
      current_state <= next_state;
    end
  end
  always @(inp_bit or current_state)
  begin
    case(current_state)
      IDLE:
      begin
        if(inp_bit == 1)
          next_state = SEQ_1;
        else
          next_state = IDLE;
      end
      SEQ_1:
      begin
        if(inp_bit == 1)
          next_state = SEQ_1;
        else
          next_state = SEQ_10;
      end
      SEQ_10:
      begin
        if(inp_bit == 1)
          next_state = SEQ_101;
        else
          next_state = IDLE;
      end
      SEQ_101:
      begin
        if(inp_bit == 1)
          next_state = SEQ_1011;
        else
          next_state = SEQ_10;
      end
      SEQ_1011:
      begin
        if (inp_bit == 1)
          next_state = SEQ_1;
        else
          next_state = SEQ_10;
      end
    endcase
  end
endmodule
==> results.tsv <==
stage	metric	value	unit
status	outcome	finished, final reports clean	
synthesis	AO/OA Area Share	0.07895	
layout	area delta synth->final	73.68	%
flow_run	# Max-Cap Violations	0	
floorplanning	Ports	4	
sta	max_slew headroom	0.8590	
synthesis	Synth cell types	9	
sta	unrepaired setup endpoints after global routing	no	
layout	commonest cells after routing, fill and taps aside	nor2b_1, clkbuf_4, dfxtp_1, dlxtn_1, buf_4	
layout	layout cells sized above 1	0.2500	
floorplanning	initial core utilization	0.05568	
setup_path	Setup CP Type	register to output port	
synthesis	Avg Inst Size Synth	10.57	µm²
setup_path	Slowest-stage cell, CP	dfxtp_1	
pwr	power per cell area	829.4	nW/µm²
placed_design	Port Buffers	3	
layout	fin cells	74	
floorplanning	core footprint	3416	µm²
placed_design	global placer's final weighted congestion	0.7686	
routing	via count	158	
routing	drt pass-1 iters	2	
layout	final core occ	0.09670	
routing	Vias/cell	2.135	
sta	final setup TNS	0	ps
sta	Slew Viols, Final	0	
synthesis	Yosys Warn Count	1	
placed_design	Final HPWL DP	321.4	µm
pwr	clock network fraction of design power	0.598	
synthesis	Mapped Area	190.2	µm²
pwr	Sw Share	0.2002	
clocking	H-tree depth	1	
routing	drt first-iter violations	1	
pwr	total power draw	274.0	µW
sta	worst hold slack	639.3	ps
clocking	CTS Buffer Depth	2	
synthesis	ys cells	18	
placed_design	dpl cells	70	
synthesis	xor/xnor share	0	
setup_path	crit path launch type	register	
sta	setup violators final	0	
global_routing	largest net degree at the start of global routing	7	
global_routing	All-Layer GR Usage	0.01552	
routing	WL per Instance	5.946	µm
setup_path	CP Capture Type	output port	
sta	PnR worst setup slack	85.48	ps
setup_path	WP data arrival	950	ps
global_routing	vias in the first global route	178	
hold_path	worst hold path class	input pin to register	
sta	Final Critical Period	1215	ps
sta	final hold vios	0	
placed_design	dpl ws	-74.78	ps
sta	count of unclocked register or latch pins	3	
floorplanning	# rows	21	
clocking	hold buffer count at cts	0	
synthesis	YS chip area	190.2	µm²
clocking	CTS clock-pin slew for the worst setup and hold paths	40	ps
synthesis	Synth Area in Adders	0	
pwr	Comb power frac	0.055	
routing	Routed Wire Length	440	µm
synthesis	dominant kind of combinational cell	simple AND/OR/NAND/NOR gates	
routing	DRC viols	0	
clocking	Num CTS Buffers	3	
sta	Peak Freq	0.8234	GHz
sta	Worst-Margin Slew	208.6	ps
routing	Diodes inserted	0	
setup_path	worst-path fanout max	2	
synthesis	simple logic cell fraction of the synthesized area	0.3684	
sta	number of unconstrained endpoints	3	
floorplanning	total die size	6400	µm²
global_routing	global-route wire length before repair	800	µm
flow_run	Log Warnings	25	
clocking	CTS Root Cell	clkbuf_4	
floorplanning	Die Ht	80	µm
pwr	Seq pwr share	0.347	
placed_design	Area after DPL	300.3	µm²
floorplanning	Die X	80	µm
pwr	Leak	0.1239	nW
global_routing	initial antenna violation count	0	
synthesis	#FFs+latches synth	6	
pwr	Worst VDD drop	0.1557	mV
clocking	Post-CTS Repair Setup Buffers	0	
setup_path	slowest stage delay, CP	310	ps
setup_path	crit-path cells	nor3b_2 -> dlygate4sd2_1	
synthesis	Multiplexer share	0	
setup_path	crit path DRT	1040	ps
pwr	Switching Power	54.84	µW
layout	Finished Cell Area	330.3	µm²
clocking	CTS tree	built	
global_routing	gr ovfl total	0	
synthesis	Post-Synthesis Cells	18	
routing	Detail Route Antenna Nets	0	
pwr	Pint	219.1	µW
sta	final period utilization	0.9342	
==> worst paths after layout <==
| check | start | endpoint | slack [ps] | cells past startpoint |
|---|---|---|---|---|
| worst max-delay path | current_state[0]$_SDFF_PP0_ | seq_seen | 90 | 2 |
| worst min-delay path | reset | current_state[2]$_SDFF_PP0_ | 640 | 2 |
==> power groups by stage <==
| stage | Sequential [mW] | Combinational (mW) | Clock [mW] |
|---|---|---|---|
| global route | 0.0950 | 0.0170 | 0.185 |
| CTS | 0.0951 | 0.0151 | 0.173 |
| finish | 0.0951 | 0.0152 | 0.164 |
==> state kept, by name, indices dropped and copies added (netlist names) <==
register / flops
next_state: 3
current_state: 3
==> cell families (layout without fill, tap and decap cells) <==
logic type,count (synthesis),after routing
simple gates,10,10
flops,3,3
latches,3,3
compound gates,2,2
buf+inv,0,10
==> final cells by class <==
| class | instances | area, µm² |
|---|---|---|
| repair buffers | 6 | 51.30 |
| multi-input cells | 12 | 90.09 |
| fillers | 405 | 3085 |
| clock buffers | 4 | 26.28 |
| well taps | 46 | 57.56 |
| flip-flops and latches | 6 | 105.1 |
==> repair_timing <==
item                                   4_1_cts  5_1_grt
endpoints found under the hold margin        0        0
setup endpoints to repair                    1        0
resized                                      2        0
==> routing by layer <==
layer  vias up  track usage  part of all wire
li1         84            -                 -
met1        70      0.01396              0.34
met2         2      0.02889              0.60
met3         2     0.004545            0.0045
met4         0      0.01056             0.055
met5         -            0                 0
==> Yosys cell counts, drive strengths merged <==
cell type / count / area [µm²]
dfxtp: 3 / 60.06
dlxtn: 3 / 45.04
nand2: 1 / 3.750
nor2b: 3 / 18.77
nor3b: 3 / 22.52
nor4b: 1 / 8.760
nor4bb: 1 / 10.01
o21a: 2 / 15.01
or3: 1 / 6.260
==> worst max-delay path: cells and delay by family (launching register included) <==
kind / cells / cell delay (ps)
buffers and inverters: 1 / 220
DFF: 1 / 310
and+or+nand+nor: 1 / 190
No activity file was given, so power comes from the tool's default toggle rates.
