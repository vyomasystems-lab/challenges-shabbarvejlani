==> flow/design.v <==
module mux(sel,inp0, inp1, inp2, inp3, inp4, inp5, inp6, inp7, inp8, 
           inp9, inp10, inp11, inp12, inp13, inp14, inp15, inp16, inp17,
           inp18, inp19, inp20, inp21, inp22, inp23, inp24, inp25, inp26,
           inp27, inp28, inp29, inp30, out);
  input [4:0] sel;
  input [1:0] inp0, inp1, inp2, inp3, inp4, inp5, inp6,
            inp7, inp8, inp9, inp10, inp11, inp12, inp13, 
            inp14, inp15, inp16, inp17, inp18, inp19, inp20,
            inp21, inp22, inp23, inp24, inp25, inp26,
            inp27, inp28, inp29, inp30;
  output [1:0] out;
  reg [1:0] out;
  always @(sel or inp0  or inp1 or  inp2 or inp3 or inp4 or inp5 or inp6 or
            inp7 or inp8 or inp9 or inp10 or inp11 or inp12 or inp13 or 
            inp14 or inp15 or inp16 or inp17 or inp18 or inp19 or inp20 or
            inp21 or inp22 or inp23 or inp24 or inp25 or inp26 or inp27 or 
            inp28 or inp29 or inp30 )
  begin
    case(sel)
      5'b00000: out = inp0;  
      5'b00001: out = inp1;  
      5'b00010: out = inp2;  
      5'b00011: out = inp3;  
      5'b00100: out = inp4;  
      5'b00101: out = inp5;  
      5'b00110: out = inp6;  
      5'b00111: out = inp7;  
      5'b01000: out = inp8;  
      5'b01001: out = inp9;  
      5'b01010: out = inp10;
      5'b01011: out = inp11;
      5'b01100: out = inp12;
      5'b01101: out = inp13;
      5'b01110: out = inp14;
      5'b01111: out = inp15;
      5'b10000: out = inp16;
      5'b10001: out = inp17;
      5'b10010: out = inp18;
      5'b10011: out = inp19;
      5'b10100: out = inp20;
      5'b10101: out = inp21;
      5'b10110: out = inp22;
      5'b10111: out = inp23;
      5'b11000: out = inp24;
      5'b11001: out = inp25;
      5'b11010: out = inp26;
      5'b11011: out = inp27;
      5'b11100: out = inp28;
      5'b11101: out = inp29;
      5'b11110: out = inp30;
      default: out = 0;
    endcase
  end
endmodule 
==> flow/run.sh <==
#!/bin/bash
# OpenROAD 26Q1-2900-gdf79404cd8, Yosys 0.63+post, stock flow scripts
make -C /OpenROAD-flow-scripts/flow DESIGN_CONFIG=/design/flow/config.mk WORK_HOME=/design/flow/orfs finish
==> flow/config.mk <==
export PLATFORM = sky130hd
export DESIGN_NAME = mux
export DESIGN_NICKNAME = mux
export VERILOG_FILES = /design/flow/design.v
export SDC_FILE = /design/flow/constraint.sdc
export NUM_CORES = 4
export LEC_CHECK = 1
export CORE_AREA = 10 10 89 89
export DIE_AREA = 0 0 99 99
==> flow/constraint.sdc <==
current_design mux

set clk_period 2.4
set clk_io_pct 0.2

create_clock -name clk0 -period $clk_period

set non_clock_inputs [all_inputs -no_clocks]
set_input_delay [expr $clk_period * $clk_io_pct] -clock clk0 $non_clock_inputs
set_output_delay [expr $clk_period * $clk_io_pct] -clock clk0 [all_outputs]
==> impl_metrics.csv <==
group,metric,value,unit
run_status,status,"finished clean",
route,postRouteAntennaNets,0,
grt,overflow,0,
place,dpl_cell_area,1610,µm²
cells_and_area,final_cell_mix,"clkdlybuf4s50_1 (36), buf_4 (25), dlygate4sd2_1 (17), mux2i_1 (10)",
hold_path,hold_class,"in2out",
setup_path,critical_path.top_delay_family,"AND-OR/OR-AND gates",
grt,met1_usage,9.95,%
logic_synthesis,ys_area,697,µm²
place,post-dp-hpwl,3500,µm
route,first_iter_violations,30,
die,die-width,99,µm
sta,hold_viol_final,0,
cells_and_area,syn_to_final_growth,154,%
die,chipHeight,99,µm
sta,period_used_share,100,%
route,route.detailed.drc,0,
sta,drv_slew,0,
setup_path,path_class,"in2out",
grt,grt_pass1_wl,6320,µm
sta,fin_crit,2400,ps
power_and_ir_drop,power.total,0.000272,W
cells_and_area,stdcell_area,1770,µm²
sta,report.final.setup_viol,0,
logic_synthesis,yosys_warnings,1,
grt,grt_max_degree,14,
setup_path,slowest_delay,300,ps
die,chip_area,9800,µm²
setup_path,crit_path_end_kind,"output port",
setup_path,slowest_stage,"a221oi_2",
grt,antenna_found_initial,1,
die,core_area,5990,µm²
die,fp_util,11.6,%
logic_synthesis,ys_cells,96,
sta,worst_pin_slew,349,ps
sta,fmax,0.417,GHz
setup_path,crit_path_max_fanout,4,
place,place.gp.congestion,0.903,
cells_and_area,drive_gt1_share,31.0,%
die,io_pins,69,
flow_run,maxCapViolCount,0,
die,placement_rows,28,
setup_path,required,1920,ps
cells_and_area,clock_buffers,0,
logic_synthesis,syn_area,697,µm²
cells_and_area,lay_top_count,"clkdlybuf4s50_1",
power_and_ir_drop,power_leakage,0.776,nW
grt,grt_pass1_vias,1168,
sta,rsz0062_at_grt,"true",
route,via_per_inst,4.28,
flow_run,tool_warnings,33,
place,place_inst,254,
sta,whs,1590,ps
grt,grt_busiest_layer,"met2",
cells_and_area,seqCellArea,0,µm²
route,vias,1125,
grt,grtUsageTotal,7.72,%
cells_and_area,final_cells,263,
route,avgRoutedWirePerCell,15.3,µm
logic_synthesis,avgSynthCellArea,7.26,µm²
cells_and_area,seq_cell_count,0,
power_and_ir_drop,power.density,154,nW/µm²
place,io_buffers,69,
setup_path,cp_num_buf_inv,4,
grt,gr-usage-met2,12.6,%
grt,met3_usage,3.10,%
setup_path,crit_arrival,1920,ps
setup_path,worstPathCellList,"buf_8 > buf_6 > buf_6 > mux2_4 > a22o_1 > a221oi_2 > o2111ai_2 > buf_2",
route,drt_pass1_iterations,4,
setup_path,startpoint_type,"input port",
power_and_ir_drop,ir_worst_vdd,0.0000660,V
route,wirelength,4040,µm
logic_synthesis,synth_seq_share,0,%
logic_synthesis,synth.distinct_cells,41,
sta,finalSetupTns,0,ps
setup_path,crit_top_cell,"buf_6",
logic_synthesis,synthesis.instances,96,
sta,slew_headroom,76.7,%
==> worst min-delay path: cells and delay by family <==
kind                   cells  cell delay, ps
buffers and inverters      3             470
AND-OR/OR-AND              2             160
==> area by class of cell <==
class                      instances  area, µm²
antenna                            1       2.50
multi-input combinational         85        719
inverter                           1       3.75
fill                             631       4220
timing repair buffer             101        951
tap                               75       93.8
==> what timing repair did <==
action,in CTS,in global routing
hold endpoints to repair,0,0
gates resized,66,30
gates cloned,0,0
endpoints found under the setup margin,2,2
hold buffers,0,0
pin swaps,19,15
buffers inserted,3,5
==> Yosys cell counts (all sizes together) (2+ instances only) <==
cell type / count / area share, %
nand3: 4 / 2.9
buf: 8 / 7.0
nand2: 3 / 1.6
clkbuf: 2 / 1.1
mux2: 4 / 6.5
a32oi: 3 / 3.8
a21oi: 4 / 2.9
nor3b: 2 / 2.2
or3: 2 / 1.8
o21ai: 6 / 4.3
mux2i: 11 / 16
nor3: 3 / 2.2
o22ai: 2 / 1.8
nor4bb: 2 / 2.9
or4: 2 / 2.2
a22o: 2 / 2.5
nor2b: 7 / 7.4
a31oi: 5 / 4.5
nor2: 6 / 3.2
==> per-layer routing <==
| metal | routed length (µm) | part of all wire [%] |
|---|---|---|
| met5 | 0 | 0 |
| met4 | 0 | 0 |
| met3 | 459 | 11 |
| met2 | 1860 | 46 |
| met1 | 1720 | 42 |
==> where the power goes <==
group / switching [W] / internal [W] / total (W)
combinational: 0.0000943 / 0.000178 / 0.000272
sequential: 0 / 0 / 0
clock: 0 / 0.0000000000557 / 0.0000000000557
==> kinds of logic after synthesis <==
| logic type | count (synthesis) | share of synthesized area, % |
|---|---|---|
| buffers and inverters | 11 | 8.62 |
| multiplexers | 16 | 25.5 |
| AND/OR/NAND/NOR | 36 | 32.3 |
| AND-OR/OR-AND | 33 | 33.6 |
==> per-stage QoR <==
step / setup slack (ps) / util (%)
3_5_place_dp: -854 / 26.8
2_1_floorplan: 341 / -
6_report: 0.110 / 29.6
4_1_cts: 0.154 / 27.3
5_1_grt: -68.4 / 29.6
3_3_place_gp: -853 / 26.8
==> worst paths after layout <==
| path | startpoint | slack, ps | cells past startpoint | endpoint |
|---|---|---|---|---|
| max | sel[2] | 0.1 | 8 | out[1] |
| min | sel[3] | 1590 | 5 | out[1] |
Power figures rest on the tool's default switching activity, not on a simulated workload.
